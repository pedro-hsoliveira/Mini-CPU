<file path="design.v">
module UC(
    input [17:0] sw,
    input ligar,
    input enviar,
    output [3:0] dest,
    output [3:0] src1,
    output [3:0] src2,
    output [15:0] imm_ext,
    output reg alu_src,
    output reg [2:0] alu_op,
    output reg write_enable,
	 output reg clear
);
    wire [2:0] opcode = sw[17:15];
    assign dest = sw[14:11];
    assign src1 = sw[10:7];
    assign src2 = sw[6:3];
    wire       sinal = sw[6];
    wire [5:0] valor = sw[5:0];
    assign imm_ext = (sinal) ? -{10'b0, valor} : {10'b0, valor};
    always @(*) begin
        write_enable = 0;
        alu_op = 3'b000;
        alu_src = 0;
		  clear=0;
        case (opcode)
            3'b000: begin  
                write_enable = 1;
                alu_src = 1;      
                alu_op = 3'b000;  
            end
            3'b001: begin  
                write_enable = 1;
                alu_src = 0;
                alu_op = 3'b001;
            end
            3'b010: begin  
                write_enable = 1;
                alu_src = 1;
                alu_op = 3'b001;   
            end
            3'b011: begin  
                write_enable = 1;
                alu_src = 0;
                alu_op = 3'b011;
            end
            3'b100: begin  
                write_enable = 1;
                alu_src = 1;
                alu_op = 3'b011;
            end
            3'b101: begin  
                write_enable = 1;
                alu_src = 0;
                alu_op = 3'b101;
            end
				3'b110: begin  
					write_enable = 1;
               alu_src = 0;
               alu_op = 3'b110;
					clear = 1;
				end
        endcase
    end
endmodule
module alu (
    input [15:0] A,
    input [15:0] B,
    input [2:0] op,
    output reg [15:0] result
);
    always @(*) begin
        case(op)
            3'b000: result = B;         
            3'b001: result = A + B;     
            3'b011: result = A - B;     
            3'b101: result = A * B;     
            default: result = 16'd0;
        endcase
    end
endmodule
module lcd_controller (
    input clk,
    input reset,
    input [7:0] data_in,
    input rs_in,
    input start,
    output reg done,
    output [7:0] LCD_DATA,
    output reg LCD_RS,
    output LCD_RW,
    output reg LCD_EN,
    output LCD_ON,
    output LCD_BLON
);
    assign LCD_RW   = 1'b0; 
    assign LCD_ON   = 1'b1; 
    assign LCD_BLON = 1'b1; 
    assign LCD_DATA = data_bus;
    reg [7:0] data_bus;
    reg [31:0] contador;  
    localparam IDLE      = 0;
    localparam SETUP     = 1; 
    localparam PULSE_HI  = 2; 
    localparam PULSE_LO  = 3; 
    localparam WAIT_HOLD = 4; 
    reg [2:0] estado;
    localparam DELAY_SAFE = 32'd250_000; 
    localparam PULSE_WIDTH = 32'd100;
    always @(posedge clk or posedge reset) begin
        if (reset) begin
            estado <= IDLE;
            LCD_EN <= 0;
            LCD_RS <= 0;
            done <= 0;
            data_bus <= 8'h00;
            contador <= 0;
        end 
        else begin
            case (estado)
                IDLE: begin
                    done <= 0;
                    LCD_EN <= 0;
                    if (start) begin
                        data_bus <= data_in;
                        LCD_RS   <= rs_in;
                        estado   <= SETUP;
                        contador <= 0;
                    end
                end
                SETUP: begin
                    LCD_EN <= 0;
                    if (contador < PULSE_WIDTH) begin
                        contador <= contador + 1'b1;
                    end else begin
                        estado <= PULSE_HI;
                        contador <= 0;
                    end
                end
                PULSE_HI: begin
                    LCD_EN <= 1;
                    if (contador < PULSE_WIDTH) begin
                        contador <= contador + 1'b1;
                    end else begin
                        estado <= PULSE_LO;
                        contador <= 0;
                    end
                end
                PULSE_LO: begin
                    LCD_EN <= 0;
                    estado <= WAIT_HOLD;
                    contador <= 0;
                end
                WAIT_HOLD: begin
                    if (contador < DELAY_SAFE) begin
                        contador <= contador + 1'b1;
                    end else begin
                        done <= 1;
                        estado <= IDLE;
                    end
                end
            endcase
        end
    end
endmodule
module lcd_ini (
    input clk,
    input reset,
    input [2:0] opcode_in,
    input [3:0] reg_index_in,
    input [15:0] reg_value_in,
    input update_in, 
    output [7:0] LCD_DATA,
    output LCD_RS, LCD_RW, LCD_EN, LCD_ON, LCD_BLON,
    output reg inicializado
);
    reg [7:0] lcd_data_in;
    reg lcd_rs_in;
    reg lcd_start;
    wire lcd_done;
	 reg [15:0] num;
	 reg sinal=0;
    lcd_controller u_lcd_driver (
        .clk(clk), .reset(reset),
        .data_in(lcd_data_in), .rs_in(lcd_rs_in), .start(lcd_start), .done(lcd_done),
        .LCD_DATA(LCD_DATA), .LCD_RS(LCD_RS), .LCD_RW(LCD_RW), .LCD_EN(LCD_EN),
        .LCD_ON(LCD_ON), .LCD_BLON(LCD_BLON)
    );
    reg [4:0] state; 
    reg [31:0] delay_boot; 
    reg [7:0] mensagem [0:31]; 
    reg [5:0] char_index;  
    reg update_prev;
    wire update_posedge;
    assign update_posedge = update_in && !update_prev; 
    integer i;
	 integer j;
    localparam CMD_INIT_FUNC = 8'h38;
    localparam CMD_DISPLAY   = 8'h0C;
    localparam CMD_CLEAR     = 8'h01;
    localparam CMD_ENTRY     = 8'h06;
    localparam CMD_NEW_LINE  = 8'hC0;
    localparam CMD_HOME      = 8'h02;
    always @(posedge clk or posedge reset) begin
        if (reset) begin
            state <= 0;
            lcd_start <= 0;
            inicializado <= 0;
            delay_boot <= 0;
            char_index <= 0;
            update_prev <= 0;
            for(i=0; i<32; i=i+1) mensagem[i] <= " ";
        end else begin
            update_prev <= update_in;
            case (state)
                0: begin 
                    if (delay_boot < 32'd1_000_000) delay_boot <= delay_boot + 1'b1; 
                    else state <= 1; 
                end
                1: begin lcd_data_in <= CMD_INIT_FUNC; lcd_rs_in <= 0; lcd_start <= 1; state <= 2; end
                2: begin if (lcd_start) lcd_start <= 0; if (lcd_done) state <= 3; end
                3: begin lcd_data_in <= CMD_DISPLAY;   lcd_rs_in <= 0; lcd_start <= 1; state <= 4; end
                4: begin if (lcd_start) lcd_start <= 0; if (lcd_done) state <= 5; end
                5: begin lcd_data_in <= CMD_CLEAR;     lcd_rs_in <= 0; lcd_start <= 1; state <= 6; end
                6: begin if (lcd_start) lcd_start <= 0; if (lcd_done) state <= 7; end
                7: begin lcd_data_in <= CMD_ENTRY;     lcd_rs_in <= 0; lcd_start <= 1; state <= 8; end
                8: begin 
                    if (lcd_start) lcd_start <= 0; 
                    if (lcd_done) begin 
                        inicializado <= 1; 
                        state <= 11;  
                    end 
                end
                11: begin
                    if (update_posedge) begin
                        state <= 12; 
                    end
                end
                12: begin
                    for(i=0; i<32; i=i+1) mensagem[i] = " ";
                    case(opcode_in)
                        3'b000: begin mensagem[0]="L"; mensagem[1]="O"; mensagem[2]="A"; mensagem[3]="D"; end
                        3'b001: begin mensagem[0]="A"; mensagem[1]="D"; mensagem[2]="D"; end
                        3'b010: begin mensagem[0]="A"; mensagem[1]="D"; mensagem[2]="D"; mensagem[3]="I"; end
                        3'b011: begin mensagem[0]="S"; mensagem[1]="U"; mensagem[2]="B"; end
                        3'b100: begin mensagem[0]="S"; mensagem[1]="U"; mensagem[2]="B"; mensagem[3]="I"; end
                        3'b101: begin mensagem[0]="M"; mensagem[1]="U"; mensagem[2]="L"; end
                        3'b110: begin mensagem[0]="C"; mensagem[1]="L"; mensagem[2]="R"; mensagem[3]="R"; end
                        default:begin mensagem[0]="?"; end
                    endcase
                    mensagem[10] = "[";
						  mensagem[11] = reg_index_in[3]? "1" : "0";
						  mensagem[12] = reg_index_in[2]? "1" : "0";
						  mensagem[13] = reg_index_in[1]? "1" : "0";
						  mensagem[14] = reg_index_in[0]? "1" : "0";
						  mensagem[15] = "]";
                    if (opcode_in == 3'b110) begin 
                         mensagem[16]="O"; mensagem[17]="K"; 
                    end else begin
								sinal = reg_value_in[15];
								if (sinal) begin
								  num = (~reg_value_in) + 1;  
								 end else begin
									  num = reg_value_in;
								 end
                         mensagem[31] = (num%10) + "0";
								 num=num/10;
                         mensagem[30] = (num%10) + "0";
								 num=num/10;
                         mensagem[29] = (num%10) + "0";
								 num=num/10;
                         mensagem[28] = (num%10) + "0";
								 num=num/10;
                         mensagem[27] = (num%10) + "0";
								 mensagem[26] = sinal?"-":"+";
                    end
                    state <= 13; 
                end
                13: begin lcd_data_in <= CMD_HOME; lcd_rs_in <= 0; lcd_start <= 1; state <= 14; end
                14: begin if (lcd_start) lcd_start <= 0; if (lcd_done) begin char_index <= 0; state <= 9; end end
                9: begin
                    if (char_index == 32) begin
                        state <= 11;  
                    end 
                    else if (char_index == 16) begin
                        lcd_data_in <= CMD_NEW_LINE; 
                        lcd_rs_in   <= 0;  
                        lcd_start   <= 1;
                        state       <= 15;  
                    end 
                    else begin
                        lcd_data_in <= mensagem[char_index];
                        lcd_rs_in   <= 1;  
                        lcd_start   <= 1;
                        state       <= 10;
                    end
                end
                10: begin 
                    if (lcd_start) lcd_start <= 0;
                    if (lcd_done) begin 
                        char_index <= char_index + 1'b1;
                        state <= 9; 
                    end
                end
                15: begin
                    if (lcd_start) lcd_start <= 0;
                    if (lcd_done) begin
                        lcd_data_in <= mensagem[16];
                        lcd_rs_in   <= 1;  
                        lcd_start   <= 1;
                        state       <= 16;  
                    end
                end
                16: begin
                    if (lcd_start) lcd_start <= 0;
                    if (lcd_done) begin
                        char_index <= 17;  
                        state <= 9;
                    end
                end
            endcase
        end
    end
endmodule
module memory (
    input clock,
    input reset,           
    input write_enable,    
    input [3:0] addr_dest,  
    input [3:0] addr_src1,  
    input [3:0] addr_src2,  
    input [15:0] data_in,   
    output [15:0] out_src1,  
    output [15:0] out_src2   
);
    reg [15:0] ram [0:15];
    integer i;
    assign out_src1 = ram[addr_src1];
    assign out_src2 = ram[addr_src2];
    always @(posedge clock or posedge reset) begin
        if (reset) begin
            for (i = 0; i < 16; i = i + 1) begin
                ram[i] <= 16'b0;
            end
        end
        else if (write_enable) begin
            ram[addr_dest] <= data_in;
        end
    end
endmodule
module mini_cpu (
    input clock,
    input reset,         
    input enviar,        
    input [17:0] sw,     
    output [15:0] ledr,  
    output [7:0] ledg,   
    output [7:0] LCD_DATA,
    output LCD_RS, LCD_RW, LCD_EN, LCD_ON, LCD_BLON
);
    wire [2:0] opcode; 
    assign opcode = sw[17:15]; 
    wire [3:0] dest, src1, src2;
    wire [15:0] imm_ext_uc;
    wire alu_src_uc;        
    wire [2:0] alu_op_uc;   
    wire write_enable_uc;   
    wire resetMemory;       
    wire [15:0] dado_reg1, dado_reg2;
    wire [15:0] entrada_b_ula; 
    wire [15:0] resultado_ula; 
    reg fsm_write_enable;        
    reg [15:0] dado_para_gravar; 
    reg [2:0]  lcd_opcode_reg;
    reg [3:0]  lcd_dest_reg;
    reg [15:0] lcd_value_reg;
    reg        lcd_update_signal;
    UC unidade_controle (
        .sw(sw),
        .ligar(1'b1), 
        .enviar(enviar),
        .dest(), .src1(src1), .src2(src2), 
        .imm_ext(imm_ext_uc),
        .alu_src(alu_src_uc),
        .alu_op(alu_op_uc),
        .write_enable(write_enable_uc),
        .clear(resetMemory)
    );
    assign dest = sw[14:11]; 
    memory banco_registradores (
        .clock(clock),
        .reset(~reset || resetMemory),       
        .write_enable(fsm_write_enable), 
        .addr_dest(dest),     
        .addr_src1(src1),     
        .addr_src2(src2),     
        .data_in(dado_para_gravar), 
        .out_src1(dado_reg1), 
        .out_src2(dado_reg2)  
    );
    assign entrada_b_ula = (alu_src_uc) ? imm_ext_uc : dado_reg2;
    alu ula (
        .A(dado_reg1),       
        .B(entrada_b_ula),   
        .op(alu_op_uc),      
        .result(resultado_ula)
    );
    wire lcd_pronto;
    lcd_ini meu_lcd (
        .clk(clock),
        .reset(~reset), 
        .opcode_in(opcode), 
        .reg_index_in(dest),
        .reg_value_in(lcd_value_reg),
        .update_in(lcd_update_signal), 
        .LCD_DATA(LCD_DATA),
        .LCD_RS(LCD_RS), .LCD_RW(LCD_RW), .LCD_EN(LCD_EN),
        .LCD_ON(LCD_ON), .LCD_BLON(LCD_BLON),
        .inicializado(lcd_pronto)
    );
    reg [2:0] estado;
    localparam IDLE     = 3'd0;
    localparam DECODE   = 3'd1;
    localparam EXECUTE  = 3'd2;
    localparam WRITE    = 3'd3;
    localparam WAIT_REL = 3'd4;
    assign ledg = {lcd_pronto, 4'b0, estado}; 
    assign ledr = dado_para_gravar; 
    always @(posedge clock) begin
        if (~reset) begin 
            estado <= IDLE;
            fsm_write_enable <= 0;
            dado_para_gravar <= 0;
            lcd_opcode_reg <= 3'b111;
            lcd_dest_reg <= 0;
            lcd_value_reg <= 0;
            lcd_update_signal <= 0;
        end else begin
            case (estado)
                IDLE: begin
                    fsm_write_enable <= 0;
                    lcd_update_signal <= 0; 
                    if (!enviar) estado <= DECODE; 
                end
                DECODE: begin
                    if (opcode == 3'b000) begin 
                        dado_para_gravar <= imm_ext_uc;
                        estado <= WRITE;
                    end else begin
                        estado <= EXECUTE; 
                    end
                end
                EXECUTE: begin
                    dado_para_gravar <= resultado_ula;
                    estado <= WRITE;
                end
                WRITE: begin
                    if (write_enable_uc) fsm_write_enable <= 1;
                    lcd_opcode_reg <= opcode;
                    lcd_dest_reg   <= dest;
                    lcd_value_reg  <= dado_para_gravar;
                    lcd_update_signal <= 1; 
                    estado <= WAIT_REL;
                end
                WAIT_REL: begin
                    fsm_write_enable <= 0; 
                    if (enviar) begin  
                        lcd_update_signal <= 0;  
                        estado <= IDLE;
                    end
                end
            endcase
        end
    end
endmodule
</file>
<file path="run.sh">
#!/bin/bash
# OpenROAD 26Q1-2900-gdf79404cd8, Yosys 0.63+post, stock flow scripts
make -C /OpenROAD-flow-scripts/flow DESIGN_CONFIG=/design/flow/config.mk WORK_HOME=/design/flow/orfs finish
</file>
<file path="config.mk">
export PLATFORM = sky130hd
export DESIGN_NAME = mini_cpu
export DESIGN_NICKNAME = mini_cpu
export VERILOG_FILES = /design/flow/design.v
export SDC_FILE = /design/flow/constraint.sdc
export NUM_CORES = 4
export LEC_CHECK = 1
export CORE_UTILIZATION = 30
</file>
<file path="constraint.sdc">
current_design mini_cpu

set clk_period 15.8
set clk_io_pct 0.2

create_clock -name clk0 -period $clk_period [get_ports {clock}]

set non_clock_inputs [all_inputs -no_clocks]
set_input_delay [expr $clk_period * $clk_io_pct] -clock clk0 $non_clock_inputs
set_output_delay [expr $clk_period * $clk_io_pct] -clock clk0 [all_outputs]
</file>
==> out/results.ini <==
[worst_setup_path]
worstSetupEndpointType=flop
crit_arrival_ns=11.87
critical_path_class=flop to flop
startpoint_type=flop
critPathSlowestCell=a31oi_1
regToRegSetupSlack_ns=4.42
cpPeakStageDelay_ns=0.64
crit_required_ns=16.29
path_max_fanout=12
crit_top_cell=ha_1

[floorplan]
core_um2=109500
die-area_um2=112200
fp.dieH_um=335.0
fp_util_pct=30.39
fp-row-count=121
die_w_um=335.0
pin_count=58

[power]
power_leakage_nw=16.53
combPwrFrac_pct=30.2
power_density_nw_per_um2=98.75
power.total_mw=3.700
switchingPower_mw=1.260
switching_share_pct=34.06
seqPwrFrac_pct=35.0
p_int_mw=2.440
ir_worst_vdd_uv=95.02
clkPwrFrac_pct=34.8

[clocking]
cts_sinks=479
post_cts_resized=0
cts_made_buffers=52
clk_root_buffer_cell=clkbuf_16
ctsHoldBuffers=0
cts_max_path_buffers=3
htreeDepth=2
clock.latency.late_pin_ns=0.66
tritoncts=yes
clkTransAtPathRegs_ns=0.06
post_cts_buffers=0

[hold_path]
hp-class=flop to flop

[placement]
hpwl_um=72390
io_buffers=50
routabilityCongestion=0.9584
pre_cts_ws_ns=4.385
dp.cells=4937
dpl_cell_area_um2=35640

[synthesis]
ys_sh_aoi_pct=21.15
topCellsByArea=dfrtp_1 32%, mux2_2 9.5%, fa_1 4.9%
postSynthSeqShare_pct=35.66
yosys_warnings=8
synthCells=3516
synth_top_cell_by_area=dfrtp_1
ys_cells=3516
synth_area_um2=33260
synthXorXnorAreaFrac_pct=4.100
post_synth.cell_area_avg_um2=9.461
synth_top_area_share_pct=31.67
top_logic_kind=AND-OR/OR-AND gates
yosys_area_um2=33260
flop_cell=dfrtp_1
mux_share_pct=10.23
edf_count=9
async_flop_share_pct=90.40
yosys.area_share.simple_pct=15.11
synthDistinctLibCells=122
adder_share_pct=8.809
numSynthFlops=479

[final_layout]
final_area_um2=37460
drive_gt1_share_pct=16.68
largest_reg_flops=256
regMostFlops=banco_registradores.ram
post-route-util_pct=34.23
largestRegisters=banco_registradores.ram x256, meu_lcd.mensagem x71
instances_no_fill=5032
fill_cells=10950
combGateArea_um2=19890
seq_area_um2=11860
syn_to_final_growth_pct=12.63

[timing]
rsz0062_at_grt=false
fin_ws_ns=4.420
skew_ns=0.09787
max_freq_mhz=87.87
tightestPinTransition_ns=0.9444
fin_tns_setup_ns=0
slew_viol_final=0
final-hold-violation-count=0
whs_ns=0.3759
layout_min_cycle_time_ns=11.38
fin_crit_sh_pct=72.02
slew_headroom_pct=36.46
setup_violations=0

[global_route]
overflow=0
grt.busiest_layer=met2
grt_first_pass_wirelength_um=167700
antenna_found_initial=0
grt_util_met2_pct=28.56
track_usage_pct=19.73
grt_util_met3_pct=6.054
grt_pass1_vias=27590
grt_max_degree=103
grtUsageMet1_pct=28.37

[routing]
antenna-diode-count=0
routed_via_density=5.634
drc_errors=0
drt_iter0_markers=2757
drt_first_pass_iters=6
routedWlPerCell_um=21.42
num_vias=28350
routed_wl_um=107800
antenna_left=0

[job]
maxCapViolations=0
warnings=40

[run_status]
status=completed

## path summary, 6_finish.rpt
kind / from / endpoint / cells past startpoint
min in group asynchronous: reset / meu_lcd.u_lcd_driver.contador[29] / 1
setup reg to reg: lcd_value_reg[0] / meu_lcd.mensagem[28][6] / 48
setup / recovery: lcd_value_reg[0] / meu_lcd.mensagem[28][6] / 48
hold / removal: meu_lcd.delay_boot[21] / meu_lcd.delay_boot[21] / 0
max in group asynchronous: sw[15] / banco_registradores.ram[6][14] / 8
hold reg to reg: meu_lcd.delay_boot[21] / meu_lcd.delay_boot[21] / 0
## placed cells by master, fill, tap and decap left out, drive strengths merged, types with 103 or more instances in the layout
| cell type | instances |
|---|---|
| o21ai | 143 |
| ha | 103 |
| dfrtp | 421 |
| buf | 110 |
| a21oi | 152 |
| inv | 184 |
| xnor2 | 112 |
| nand2 | 311 |
| mux2 | 283 |
| a22oi | 208 |
| nor2 | 233 |
## power groups by stage
stage | sequential, mW | combinational, mW | clock (mW)
after global routing | 1.30 | 1.25 | 1.36
final | 1.29 | 1.12 | 1.29
after CTS | 1.29 | 1.12 | 1.31
## synth_stat cells, drive strengths merged, types with 34 or more instances
cell / count
dfrtp: 421
nand2: 311
mux2: 283
nor2: 233
a22oi: 208
inv: 182
clkbuf: 177
a21oi: 152
o21ai: 143
xnor2: 112
ha: 103
nand3: 87
fa: 81
nand4: 61
nor3: 60
and2: 57
nand2b: 54
buf: 44
xor2: 42
dfxtp: 37
a31oi: 34
## critical path, delay by kind of cell, from the launching register on
family | cells | cell delay, ns
xor gates and xnor gates | 2 | 0.25
AOI/OAI and AO/OA | 15 | 4.03
buffers and inverters | 5 | 0.57
and+or+nand+nor | 18 | 4.07
adders and majority gates | 8 | 1.95
DFF | 1 | 0.37
## routing by layer
layer / up-vias / wire, um
met4: 0 / 4704
met1: 13830 / 46460
met3: 308 / 10410
met5: - / 0
li1: 12920 / -
met2: 1291 / 46210
## area by class of cell
type,count,area share (%)
well taps,1476,4.929
repair buffers,160,3.583
inverters,185,1.867
flip-flops and latches,479,31.66
clock inverters,26,1.009
clock buffers,69,3.857
multi-input cells,2637,53.09
## kinds of logic (layout without fill, tap and decap cells)
group	Yosys count	after routing
simple gates	1018	1018
compound gates	967	967
flops	479	479
buf+inv	406	440
mux	304	304
fa+ha+maj	186	186
xor+xnor	154	154
other cells	2	8
Power and IR drop assume default switching activity.
